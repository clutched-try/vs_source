**design/flow/run.sh**
```bash
#!/bin/bash
# OpenROAD 26Q1-2900-gdf79404cd8, Yosys 0.63+post, stock flow scripts
make -C /OpenROAD-flow-scripts/flow DESIGN_CONFIG=/design/flow/config.mk WORK_HOME=/design/flow/orfs finish
```
**design/flow/config.mk**
```make
export PLATFORM = sky130hd
export DESIGN_NAME = universal_shift_register
export DESIGN_NICKNAME = universal_shift_register
export VERILOG_FILES = /design/flow/design.v
export SDC_FILE = /design/flow/constraint.sdc
export NUM_CORES = 4
export LEC_CHECK = 1
export CORE_AREA = 10 10 70 70
export DIE_AREA = 0 0 80 80
```
**design/flow/constraint.sdc**
```tcl
current_design universal_shift_register

set clk_period 2.0
set clk_io_pct 0.2

create_clock -name clk0 -period $clk_period [get_ports {i_clk}]

set non_clock_inputs [all_inputs -no_clocks]
set_input_delay [expr $clk_period * $clk_io_pct] -clock clk0 $non_clock_inputs
set_output_delay [expr $clk_period * $clk_io_pct] -clock clk0 [all_outputs]
```
**design/flow/design.v**
```verilog
module dff #(
    parameter integer WIDTH = 1,
    parameter integer ASYNC_RESET = 1,       
    parameter integer RESET_POLARITY = 1     
) (
    input  wire                 clk,
    input  wire                 rst,
    input  wire                 en,
    input  wire [WIDTH-1:0]     d,
    output reg  [WIDTH-1:0]     q
);
generate
    if (ASYNC_RESET) begin
        if (RESET_POLARITY) begin : ASYNC_ACTIVE_HIGH
            always @(posedge clk or posedge rst) begin
                if (rst)
                    q <= {WIDTH{1'b0}};
                else if (en)
                    q <= d;
            end
        end else begin : ASYNC_ACTIVE_LOW
            always @(posedge clk or negedge rst) begin
                if (!rst)
                    q <= {WIDTH{1'b0}};
                else if (en)
                    q <= d;
            end
        end
    end else begin : SYNC_RESET
        always @(posedge clk) begin
            if ((RESET_POLARITY && rst) || (!RESET_POLARITY && !rst))
                q <= {WIDTH{1'b0}};
            else if (en)
                q <= d;
        end
    end
endgenerate
endmodule
module universal_shift_register #(
    parameter WIDTH = 4
) (
    input wire [WIDTH-1:0]  i_load,
    input wire              i_rst,
    input wire              i_en_load,
    input wire              i_rotate,
    input wire              i_shift,
    input wire              i_clk,
    output wire  [WIDTH-1:0]  o_q
);
    reg [WIDTH-1:0] d_input;
    wire [1:0] check_condition;
    assign check_condition = {i_rotate, i_shift};
    genvar i;
    generate
        for(i = 0; i < WIDTH; i = i + 1) begin : DFF_GEN
            dff #(
                .WIDTH(1),
                .ASYNC_RESET(1),
                .RESET_POLARITY(0)
            )inst_dff (
                .clk(i_clk),
                .rst(i_rst),
                .en(1'b1),
                .d(d_input[i]),
                .q(o_q[i])
                );
        end
    endgenerate
    integer j;
    always @(*) begin
        if(i_en_load)
            d_input = i_load;        
        else begin
            case (check_condition)
                2'b00: begin
                    for(j = 1; j < WIDTH - 1; j = j + 1) begin
                        d_input[j] = o_q[j-1];
                    end
                    d_input[0] = i_load[0];
                    d_input[WIDTH-1] = o_q[WIDTH-2];
                end 
                2'b01: begin
                    for(j = 1; j < WIDTH - 1; j = j + 1) begin
                       d_input[j] = o_q[j+1];
                    end
                    d_input[0] = o_q[1];
                    d_input[WIDTH-1] = i_load[WIDTH-1];
                end
                2'b10: begin
                    for(j = 1; j < WIDTH - 1; j = j + 1) begin
                       d_input[j] = o_q[j+1];
                    end
                    d_input[0] = o_q[1];
                    d_input[WIDTH-1] = o_q[0];
                end
                default:  begin
                    for(j = 1; j < WIDTH - 1; j = j + 1) begin
                        d_input[j] = o_q[j-1];
                    end
                    d_input[0] = o_q[WIDTH-1];
                    d_input[WIDTH-1] = o_q[WIDTH-2];
                end
            endcase
        end
    end
endmodule
```
==> run notes <==
On the backend side, the flow ran end to end.

Per the GRT congestion report, total overflow comes to 0. The overall track demand over capacity in global routing stands at ~2.5%. The number of buffer cells added on primary ports stands at 12. The worst register-to-register path depth is 2. The report lists the cells along the critical path as clkdlybuf4s50_1 -> inv_1 -> ha_1 -> nor2_2 -> a22oi_2 -> nand3_1. Once placement finished, the instance area stood at between 400 and 500 um2. The area fraction of the largest cell type after synthesis is 31.6%. TritonCTS built the clock tree.

The script parses the final routing iteration and logs DRC violations as 0. The number of core rows stands at 21. Post-route period utilization is reported as about four fifths. The final timing report lists a hold violation count of 0. Per the layout report, the design carries between 400 and 500 filler cells. After technology mapping, the gate count stands at 33. The flow reports an fmax of 623 MHz.

The number of resized instances in the post-cts repair step stands at 0. After its last routability iteration, the placer logged a weighted congestion of 0.779. Summed over all instances, the cell type with the most area after synthesis is sky130_fd_sc_hd__dfrtp_1. The script logs the mean routed wire length per placed instance as 8.88 um. In the Yosys report the total cell count is 33. By instance count after routing, the leading logic cell type is sky130_fd_sc_hd__clkdlybuf4s50_1. The worst setup path is launched from an input pin. The summed area of non-filler cells in the final layout stands at 464 um2.

The mapped netlist covers 317 um2. Summing over the stages, the warning tally comes to 28. The register with the most flip-flops in the layout has 4 of them. Counting pins that exceed their max-slew limit in the final report gives 0. STA classifies the critical path endpoint as a flip-flop. Setup repair after global routing left no endpoint under its margin. In this run the deepest clock path goes through 2 buffers.

The final setup skew stands at 0.000206 ns. Clock tree synthesis selected as its root buffer the cell sky130_fd_sc_hd__clkbuf_4. The via count of the first global-routing pass came to approximately 240. Summed over all nets, the half-perimeter wirelength after detailed placement is 678 um. Clock-pin slew was measured on the worst setup and hold paths at approximately 0.030 ns. The number of post-CTS setup repair buffers stands at 0. In this run the register-to-register setup slack is approximately 1.3 ns. The latest clock arrival within the worst-skew pair stands at 0.23 ns. In the routed layout, each cell is associated on average with a via count of 2.90. In this run the count of I/O pins placed on the die edge is 13. The horizontal extent of the die stands at ~80 um. The count of endpoints failing setup in the final report stands at 0. The wire length of the first global-routing pass stands at 1240 um.

STA lists the maximum fanout along the critical path as 6. For reference, the top cells by area after synthesis are sky130_fd_sc_hd__dfrtp_1 32%, sky130_fd_sc_hd__ha_1 16%, sky130_fd_sc_hd__buf_4 9.5%. The initial antenna violation count came to 0. The critical path's largest stage delay stands at a little over 0.5 ns. The relative area change from synthesis to final layout stands at 46.6%. Clock tree synthesis inserted a total of 3 buffers.

Before placement the cells fill 9.27% of the core. The flop and latch count out of synthesis stands at 4. The timing report shows that the slowest cell on the worst path is sky130_fd_sc_hd__clkdlybuf4s50_1. The area of the synthesized netlist per yosys stat stands at 317 um2. The number of warnings issued by yosys stands at 2. The routed layout has 255 vias.

The pin count of the biggest net entering global routing stands at 11. The number of max-cap violations stands at 0. The final layout reports a setup TNS of 0 ns. In this run the number of H-tree levels came out at 1. Per the timing report, the most critical flop-to-flop path originates at DFF_GEN[2].inst_dff.q. The post-CTS hold buffer count recorded in the log is 0.

The die outline height stands at 80 um. The run finished with clean final reports. The floorplan step defined a core boundary enclosing 3420 um2. The critical path arrival stands at around 1.7 ns.

After synthesis, the mean cell area works out to 9.59 um2. The die covers 6400 um2. Per the detailed-route log, wirelength across all metal layers totals 781 um. The largest registers in the layout are DFF_GEN.inst_dff.q: 4 flops. The count of nets left with antenna violations after detail routing stands at 0.

The number of clock sinks came to 4. Per the cell usage report, the commonest logic cells after layout are 12 x sky130_fd_sc_hd__clkdlybuf4s50_1, 4 x sky130_fd_sc_hd__dfrtp_1, 4 x sky130_fd_sc_hd__ha_1. The clock period minus final worst setup slack stands at 1.61 ns.

Per the detail_route report, inserted antenna diodes total 0. The starting DRC count in detailed routing stands at 3. The worst-case headroom to the max-slew limit stands at about 78%. The maximum ir drop on the vdd rail stands at 86.0 uV. The endpoint identified for the worst register-to-register timing path is DFF_GEN[3].inst_dff.q.

The worst hold slack after final layout stands at 0.363 ns. Sequential elements use between 30% and 40% of the synthesized area. The ratio of total power to cell area stands at 570 nW/um2.

The register with the most flip-flops in the final layout is DFF_GEN.inst_dff.q. Measured on the finished design, the core utilization comes to a little over an eighth. The power report puts the leakage power at 0.189 nW. The netlist uses 16 different library cells. The min-delay analysis places its worst path in the category input pin to asynchronous set/reset pin. The pin slew with the least headroom to its limit stands at 0.326 ns. The first TritonRoute pass finished after 4 iterations. In the setup report, the worst path falls into the class input pin to flip-flop. The layout summary lists the proportion of cells stronger than drive strength 1 as 11.9%. The OpenROAD report gives the critical path a required time of 2.11 ns.
## worst max-delay path by stage
stage	from	end	slack [ns]
finish	i_shift	DFF_GEN[3].inst_dff.q	0.39
global route	i_shift	DFF_GEN[3].inst_dff.q	0.30
CTS	i_rotate	DFF_GEN[3].inst_dff.q	0.40
## metal layers
metal  vias to the layer above  wire [um]  global-route usage [%]
li1                        127          -                       -
met1                       109        382                    3.67
met2                        15        257                    2.57
met3                         4         87                    1.14
met4                         0         54                    1.58
met5                         -          0                       0
## kinds of logic (layout without fill, tap and decap cells)
logic type,Yosys count,after routing,share of synthesized area (%)
and+or+nand+nor,10,10,16.2
buffers and inverters,8,17,19.0
adders and majority gates,4,4,15.8
AOI/OAI and AO/OA,5,5,11.1
DFF,4,4,31.6
muxes,2,2,6.32
## synth_stat cells, drive strengths merged
master and n:
o211ai 1, nor2 2, o21ai 3, mux2i 2, nand2 3, nand4b 1
a22oi 1, nor2b 1, dfrtp 4, inv 2, nand3 3, buf 6
ha 4
## metrics by stage
step | power, mW | cells | worst slack (ns)
5_1_grt | 0.285 | 88 | 0.302
3_3_place_gp | 0.168 | 85 | 0.177
4_1_cts | 0.271 | 88 | 0.401
3_5_place_dp | 0.169 | 85 | 0.157
6_report | 0.264 | 88 | 0.394
2_1_floorplan | 0.141 | 33 | 0.811
## power by group
group	internal, mW	leakage, nW	switching, mW	total (mW)
clock network	0.0670	0.0138	0.0308	0.0978
logic	0.0433	0.126	0.0237	0.0670
registers	0.0907	0.0489	0.00899	0.0997
## layout make-up
type / instances / area, um2 / area share, %
inverter: 2 / 7.51 / 1.62
multi-input combinational: 21 / 156 / 33.7
clock buffer: 3 / 22.5 / 4.85
timing repair buffer: 12 / 120 / 25.9
tap: 46 / 57.6 / 12.4
sequential: 4 / 100 / 21.6
## worst max-delay path: cells and delay by family
kind                       cells  cell delay (ns)
AOI/OAI and AO/OA              1             0.14
buffers and inverters          2             0.58
and+or+nand+nor                2             0.17
adders and majority gates      1             0.42
No activity file was given, so power comes from the tool's default toggle rates.
