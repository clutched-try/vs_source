$ cat /design/flow/run.sh
#!/bin/bash
# OpenROAD 26Q1-2900-gdf79404cd8, Yosys 0.63+post, stock flow scripts
make -C /OpenROAD-flow-scripts/flow DESIGN_CONFIG=/design/flow/config.mk WORK_HOME=/design/flow/orfs finish
$ cat /design/flow/config.mk
export PLATFORM = sky130hd
export DESIGN_NAME = Adder_Nbits
export DESIGN_NICKNAME = Adder_Nbits
export VERILOG_FILES = /design/flow/design.v
export SDC_FILE = /design/flow/constraint.sdc
export NUM_CORES = 4
export LEC_CHECK = 1
export CORE_AREA = 10 10 70 70
export DIE_AREA = 0 0 80 80
$ cat /design/flow/constraint.sdc
current_design Adder_Nbits

set clk_period 12.4
set clk_io_pct 0.2

create_clock -name clk0 -period $clk_period

set non_clock_inputs [all_inputs -no_clocks]
set_input_delay [expr $clk_period * $clk_io_pct] -clock clk0 $non_clock_inputs
set_output_delay [expr $clk_period * $clk_io_pct] -clock clk0 [all_outputs]
$ cat /design/flow/design.v
module Adder_Nbits #(parameter WIDTH = 16
)(
    input wire[WIDTH-1:0] i_A,
    input wire[WIDTH-1:0] i_B,
    input wire i_Cin,
    output wire[WIDTH-1:0] o_Sum,
    output wire o_Cout
);
localparam  num_CLA = WIDTH % 4 ?(WIDTH / 4 + 1): (WIDTH / 4);
wire[3:0] A_temp [0:num_CLA-1];
wire[3:0] B_temp[0:num_CLA-1];
wire[3:0] Sum_temp[0:num_CLA-1];
wire[num_CLA:0] C_temp;
assign C_temp[0] = i_Cin;
genvar i;
generate
    for (i = 0; i < num_CLA; i = i + 1) begin : CLA_4bits_GEN
        if (i == num_CLA-1 && (WIDTH % 4 != 0)) begin : LAST_BLOCK
            localparam LAST_WIDTH = WIDTH % 4;
            CarryLookAheadAdder_v20 #(.WIDTH(LAST_WIDTH)) inst_CLA_last (
                .i_A(i_A[i*4 +: LAST_WIDTH]),
                .i_B(i_B[i*4 +: LAST_WIDTH]),
                .i_Cin(C_temp[i]),
                .o_Cout(C_temp[i+1]),
                .o_Sum(o_Sum[i*4 +: LAST_WIDTH])
            );
        end
        else begin : NORMAL_BLOCK
            CarryLookAheadAdder_v20 #(.WIDTH(4)) inst_CLA_4bits (
                .i_A(i_A[i*4 +: 4]),
                .i_B(i_B[i*4 +: 4]),
                .i_Cin(C_temp[i]),
                .o_Cout(C_temp[i+1]),
                .o_Sum(o_Sum[i*4 +: 4])
            );
        end
    end
endgenerate
assign o_Cout = C_temp[num_CLA];
assign o_Cout = C_temp[num_CLA];
endmodule
module CarryLookAheadAdder_v20 #(parameter WIDTH = 4
)(
    input wire[WIDTH-1:0] i_A,
    input wire[WIDTH-1:0] i_B,
    input wire i_Cin,
    output wire[WIDTH-1:0] o_Sum,
    output wire o_Cout
);
wire[WIDTH:0] Ct0;
assign Ct0[0] = i_Cin;
wire [WIDTH-1:0] P;
wire[WIDTH-1:0] G;
assign P = i_A ^ i_B;
assign G = i_A & i_B;
genvar i;
generate
    for (i = 0; i < WIDTH; i = i + 1) begin : CLA_LOOP
        assign Ct0[i+1] = G[i] | (P[i] & Ct0[i]);
        assign o_Sum[i] = P[i] ^ Ct0[i];
    end
endgenerate
assign o_Cout = Ct0[WIDTH];
endmodule
==> deck_impl_summary.md <==
Implementation Results

Setup path
  – Setup crit start: i_A[0]
  – Crit path max fanout: 1
  – Crit end category: primary output
  – CP endpoint: o_Sum[15]
  – Startpoint class of the critical path: input pin
  – Crit Path Class: in -> out
  – Data required, critical path: 9.92 ns
  – Critical Path AT: between 9 and 10 ns

Route
  – Antenna-violating nets left: 0
  – Vias: 387
  – Initial DRC Count: 0
  – DRC: 0
  – Number of diodes: 0
  – Vias/cell: about 3.2
  – Drt pass-1 iters: 1
  – DR WL/cell: between 10 and 15 um
  – Detailed Route WL: 1568 um

Finish
  – Layout Area Growth over Synthesis: 156.6%
  – # clk buffers: 0
  – Final non-filler cell total: 122
  – Seq. cell area: 0 um2
  – Seq_cells: 0
  – Layout fillers: 368
  – Share of cells above drive strength 1: 1.316%

STA
  – Max Fclk: 83.13 MHz
  – Tcrit/Tclk final: 97.01%
  – RSZ-0062 raised after global routing: no
  – Fin crit period: 12.03 ns
  – Relative slew slack: 92.20%
  – Slew @ Worst Pin: 0.1166 ns
  – Slew Viols, Final: 0
  – Final hold vios: 0
  – Setup TNS: 0 ns
  – Final setup fails: 0

Power and ir drop
  – LEAKAGE: about 0.36 nW
  – Pwr dens: 46.62 nW/um2
  – Maximum VDD drop: 0.01610 mV

Yosys
  – Synth top cell by count: fa_1
  – Post-synth top cells: 16 x fa_1, 10 x inv_1
  – Post-synth seq share: 0%
  – Gate count of the mapped netlist: 26
  – Synth top area share: 89.51%
  – Mapped cell area: 357.8 um2
  – Cell variety after synth: 2
  – Synth area leader: fa_1
  – Yosys cell count: 26
  – Post-synth area hogs: fa_1 90%, inv_1 10%
  – YS chip area: around 360 um2
  – Ys Warns: 0
  – Synth Area per Inst: 13.76 um2

Floorplanning
  – Fp util: 10.48%
  – Chip area: 6400 um2
  – Die height: 80 um
  – Cell Rows: 21
  – Die X: about 80 um
  – CORE AREA: 3416 um2
  – Num ports: 50

CTS
  – # Post-CTS Setup Buffers: 0
  – Post_cts resized: 0
  – Hold buffers post-CTS: 0

Placement
  – RePlAce Congestion: 0.8887
  – IO buf count: about 50
  – Hpwl dp: 1569 um
  – Post-Place Cells: ~120

Flow run
  – Tool Warnings: 32
  – Max Cap Viol: 0

GRT
  – Largest net degree at the start of global routing: 2
  – First-pass GRT wire length: approximately 2400 um
  – Antenna violations before repair: 0
  – Vias in the first global route: 452
  – Remaining global-route overflow: 0
  – Gr usage total: 4.834%

Min path
  – Min-delay worst type: in -> out

Outcome
  – Status: completed
-- how the worst min path moves through the flow --
stage | start | endpoint | slack [ns] | cells after the start
CTS | i_Cin | o_Sum[0] | 6.01 | 5
global route | i_Cin | o_Sum[0] | 6.06 | 5
finish | i_Cin | o_Sum[0] | 5.99 | 5
-- cell families after synthesis --
| group | share of synthesized area [%] |
|---|---|
| adder cells (fa/ha/maj) | 89.51 |
| buffers and inverters | 10.49 |
-- cell usage in the layout (no fill, tap or decap) --
master           count
fa_1                15
fa_2                 1
clkdlybuf4s50_1     50
inv_1               10
-- final cells by class --
class | count | area [um2] | share of cell area, %
Multi-Input combinational cell | 16 | 322.8 | 35.15
Inverter | 10 | 37.54 | 4.087
Tap cell | 46 | 57.56 | 6.267
Timing Repair Buffer | 50 | 500.5 | 54.50
-- critical path, stage by stage --
cell             delay, ns
clkdlybuf4s50_1       0.41
inv_1                 0.09
fa_1                  0.18
inv_1                 0.05
fa_1                  0.37
fa_1                  0.40
fa_2                  0.37
fa_1                  0.39
fa_1                  0.39
fa_1                  0.38
fa_1                  0.38
fa_1                  0.39
fa_1                  0.38
fa_1                  0.38
fa_1                  0.38
fa_1                  0.39
fa_1                  0.39
fa_1                  0.36
inv_1                 0.07
fa_1                  0.40
inv_1                 0.06
clkdlybuf4s50_1       0.47
-- stage by stage --
step / util [%] / total power, mW / setup WS (ns) / hold slack, ns / cell area [um2]
finish: 26.89 / 0.04281 / 0.3703 / 5.995 / 918.4
global route: 26.89 / 0.04900 / 0.05106 / 6.062 / 918.4
CTS: 26.81 / 0.04429 / 0.2787 / 6.012 / 915.9
detailed placement: 26.81 / 0.04429 / 0.2845 / 6.015 / 915.9
global placement: 26.81 / 0.04434 / 0.3137 / 6.016 / 915.9
floorplan: - / 0.005239 / 1.406 / 5.067 / 357.8
-- power by group --
group / total [mW] / internal, mW / switching, mW
sequential: 0 / 0 / 0
combinational: 0.0428 / 0.0318 / 0.0110
clock: 0 / 0 / 0
-- routing by layer --
layer	share of wire, %	up-vias	global-route usage (%)
met5	0	-	0
met4	0	0	0
met3	36	0	6.364
met2	29	49	5.859
met1	35	170	5.326
li1	-	168	-
Power and IR drop assume default switching activity.
