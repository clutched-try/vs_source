==> ./design.v <==
module mac_unit #(
    parameter AW = 16,
    parameter BW = 16,
    parameter ACCW = 40,
    parameter SIGNED = 0
)(
    input  wire clk,
    input  wire rst_n,
    input  wire en,
    input  wire valid_in,
    input  wire [AW-1:0] a,
    input  wire [BW-1:0] b,
    output reg  valid_out,
    output reg  [ACCW-1:0] acc_out
);
    localparam MW = AW + BW;
    reg [MW-1:0] prod_reg;
    reg          valid_reg;
    wire [MW-1:0] mult;
    generate
        if (SIGNED) begin
            assign mult = $signed($signed(a)) * $signed($signed(b));
        end else begin
            assign mult = a * b;
        end
    endgenerate
    always @(posedge clk) begin
        if (!rst_n) begin
            prod_reg <= {MW{1'b0}};
            valid_reg <= 1'b0;
        end else begin
            prod_reg <= mult;
            valid_reg <= valid_in;
        end
    end
    always @(posedge clk) begin
        if (!rst_n) begin
            acc_out <= {ACCW{1'b0}};
            valid_out <= 1'b0;
        end else begin
            valid_out <= valid_reg;
            if (en && valid_reg) begin
                if (MW <= ACCW) begin
                    if (SIGNED)
                        acc_out <= $signed(acc_out) + $signed({{(ACCW-MW){prod_reg[MW-1]}}, prod_reg});
                    else
                        acc_out <= acc_out + {{(ACCW-MW){1'b0}}, prod_reg};
                end else begin
                    acc_out <= acc_out + prod_reg[MW-1 -: ACCW];
                end
            end
        end
    end
endmodule
==> ./run.sh <==
#!/bin/bash
# OpenROAD 26Q1-2900-gdf79404cd8, Yosys 0.63+post, stock flow scripts
make -C /OpenROAD-flow-scripts/flow DESIGN_CONFIG=/design/flow/config.mk WORK_HOME=/design/flow/orfs finish
==> ./config.mk <==
export PLATFORM = sky130hd
export DESIGN_NAME = mac_unit
export DESIGN_NICKNAME = mac_unit
export VERILOG_FILES = /design/flow/design.v
export SDC_FILE = /design/flow/constraint.sdc
export NUM_CORES = 4
export LEC_CHECK = 1
export CORE_UTILIZATION = 50
==> ./constraint.sdc <==
current_design mac_unit

set clk_period 19.7
set clk_io_pct 0.2

create_clock -name clk0 -period $clk_period [get_ports {clk}]

set non_clock_inputs [all_inputs -no_clocks]
set_input_delay [expr $clk_period * $clk_io_pct] -clock clk0 $non_clock_inputs
set_output_delay [expr $clk_period * $clk_io_pct] -clock clk0 [all_outputs]
==> flow_summary.yaml <==
# implementation run metrics
setup_path:
  path_class: "primary input to flip-flop"
  crit_fanout: 16
  cp-start-kind: "primary input"
  worstSetupEndpointType: "flip-flop"
  critPathRequiredTime_ps: 19930
  rr_worst_depth: 10
  arrival_ps: 10480
global_route:
  grt_pass1_vias: 10200
  grt_pass1_wl_um: 51400
  grtUsageTotal: 0.257
  antenna_found_initial: 0
  grt_max_degree: 46
  grt_remaining_overflow: 0
detailed_routing:
  firstDrtPassIters: 5
  n_antenna_cell: 0
  vias: 10100
  drtAntennaViolNets: 0
  first_iter_violations: 559
  wirelength_um: 30500
  wl_per_cell_um: 16.0
  drc_errors: 0
  avgViaCountPerCell: 5.29
yosys:
  yosysUniqueCellTypes: 63
  edf_count: 0
  yosysTopAreaCell: "fa_1"
  synthCells: 1550
  synth-async-reset-ratio: 0
  yosysMostFrequentCell: "inv_1"
  yosys_warnings: 1
  synthFlopType: "dfxtp_1"
  yosysSeqAreaShare: 0.114
  syn_area_um2: 13000
  synth_flop_count: 74
  yosys_area_um2: 13000
  avgSynthCellArea_um2: 8.38
  common_cells: "inv_1 (240), nand2_1 (211), fa_1 (195)"
  synthTopCellsByArea: "fa_1 (30%), ha_1 (13%), dfxtp_1 (11%), and2_1 (6.9%), inv_1 (6.9%)"
  ys_cells: 1550
  netlist.area_leader.share: 0.300
placement:
  post-place-ws_ps: 9100
  gp_congestion: 0.923
  io_buffers: 76
  dpl.hpwl_um: 24600
  post-place-cells: 1893
  placed_cell_area_um2: 13900
clock_tree:
  root_buffer: "clkbuf_16"
  numCtsBuffers: 9
  holdBufCountCts: 0
  cts_sinks: 74
  cts.htree.levels: 3
  clk_pin_slew_ps: 60
  cts_setup_buffers: 0
  clockBufferDepth: 2
  clock_latency_ps: 340
  cts_tree: "yes"
  cts-resized-gates: 0
finish:
  largest_reg_flops: 40
  final_cells: 1909
  area_growth_pct: 9.51
  final_cell_area_um2: 14200
  n_fill_cell: 2305
  drive_above_1_share: 0.0234
power_and_ir_drop:
  combPwrFrac: 0.852
  finalPower_mw: 2.43
  clock_power_share: 0.064
  p_switching_mw: 1.30
  swShare: 0.537
  seq_power_share: 0.084
  peakVddDrop_uv: 136
  p_leak_nw: 6.69
  p_int_mw: 1.12
  cellPowerDensity_nw_per_um2: 171
sta:
  setup-tns-final_ps: 0
  finalCritPeriodShare: 0.520
  final-setup-viol-count: 0
  finalCriticalPeriod_ps: 10250
  skew_ps: 10.2
  fin_ws_ps: 9450
  rsz0062_at_grt: "false"
  max_clock_freq_mhz: 97.6
  max_slew_margin: 0.473
  maxSlewViolCount: 0
  hold_viol: 0
  worst_slew_pin_slew_ps: 787
worst_hold_path:
  min_path_cells: 1
  min_path_type: "flip-flop to flip-flop"
die:
  initial_utilization: 0.513
  chipArea_um2: 26600
  core_area_um2: 25300
  io_pins: 77
  die_x_um: 163
  die_y_um: 163
  num_rows: 58
run_status:
  outcome: "complete, no violations"
run:
  log.warning_count: 25
  maxCapViolCount: 0
## per-stage QoR
step           hold WS [ps]  utilization
3_3_place_gp            453        0.551
4_1_cts                 479        0.562
5_1_grt                 495        0.562
6_report                474        0.562
2_1_floorplan           430            -
3_5_place_dp            468        0.551
## routing by layer
layer  share of wire  global-route usage
met1            0.48               0.409
met2            0.43               0.373
met3           0.078              0.0758
met4           0.012              0.0319
met5               0                   0
## power by group through the flow
stage	combinational (mW)	sequential (mW)	clock, mW
6_report	2.07	0.205	0.156
5_1_grt	2.39	0.207	0.167
4_1_cts	2.08	0.205	0.160
## placed cells by master, fill, tap and decap left out, types with 19 or more instances in the layout
cell / count
nor3_1: 19
fa_1: 195
and2_1: 144
nor2_1: 68
inv_1: 240
nand2_1: 211
a21o_1: 22
o21ai_0: 44
a21oi_1: 80
ha_1: 136
clkdlybuf4s50_1: 76
dfxtp_1: 74
nand3_1: 21
## cell type report
type	count	area (µm²)	share of cell area
repair buffers	84	821	0.0577
clock buffers	9	225	0.0158
well taps	330	413	0.0290
clock inverters	7	58.8	0.00413
flip-flops and latches	74	1480	0.104
inverters	240	901	0.0633
multi-input cells	1165	10300	0.726
## cell families (layout without fill, tap and decap cells)
logic type / Yosys count / after routing / synth area share
AND-OR/OR-AND: 252 / 252 / 0.128
XOR/XNOR: 33 / 33 / 0.0222
buffers and inverters: 311 / 340 / 0.0910
adder cells (fa/ha/maj): 331 / 331 / 0.431
flip-flops: 74 / 74 / 0.114
multiplexers: 17 / 17 / 0.0135
AND/OR/NAND/NOR: 532 / 532 / 0.200
## worst paths after layout
kind / startpoint / end / slack (ps)
max reg2reg: acc_out[0] / acc_out[24] / 16910
max: a[9] / prod_reg[31] / 9450
min reg2reg: valid_reg / valid_out / 470
min: valid_reg / valid_out / 470
## critical path, cell delays in order
cell             delay, ps
clkdlybuf4s50_1        950
nand2_1                170
fa_1                   560
inv_1                   50
fa_1                   490
fa_1                   570
fa_1                   440
fa_1                   500
inv_1                   50
fa_1                   470
inv_1                   40
ha_1                   410
nand2_2                 90
or4_1                  500
or3_1                  330
o211ai_2               120
and2_1                 310
a41oi_2                160
mux2_4                 320
No activity file was given, so power comes from the tool's default toggle rates.
